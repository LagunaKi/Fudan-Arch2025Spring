===== /design/flow/design.v =====
package config_pkg;
	parameter AXI_BURST_NUM = 16;
endpackage
module cbus_crossbar (
	input logic clk, reset,
	input logic valid,
	input logic [63:0] addr,
	input logic [63:0] wdata,
	input logic [1:0] burst,
	input logic [7:0] len,
	input logic [7:0] wstrobe,
	output logic [63:0] rdata,
	output logic ready,
	output logic last,
	output logic ram_valid,
	output logic [63:0] ram_addr,
	output logic [63:0] ram_wdata,
	output logic [1:0] ram_burst,
	output logic [7:0] ram_len,
	output logic [7:0] ram_wstrobe,
	input logic [63:0] ram_rdata,
	input logic ram_ready,
	input logic ram_last,
	output logic device_valid,
	output logic [63:0] device_addr,
	output logic [63:0] device_wdata,
	output logic device_wvalid,
	input logic [63:0] device_rdata,
	input logic device_ready,
	input logic device_last
);
	assign rdata = addr[31] ? ram_rdata : device_rdata;
	assign ready = addr[31] ? ram_ready : device_ready;
	assign last = addr[31] ? ram_last : device_last;
	assign ram_valid = addr[31] && valid;
	assign ram_addr = addr;
	assign ram_wdata = wdata;
	assign ram_burst = burst;
	assign ram_len = len;
	assign ram_wstrobe = wstrobe;
	assign device_valid = ~addr[31] && valid;
	assign device_addr = addr;
	assign device_wdata = wdata;
	assign device_wvalid = |wstrobe;
endmodule

===== /design/flow/run.sh =====
#!/bin/bash
# OpenROAD 26Q1-2900-gdf79404cd8, Yosys 0.63+post, stock flow scripts
make -C /OpenROAD-flow-scripts/flow DESIGN_CONFIG=/design/flow/config.mk WORK_HOME=/design/flow/orfs finish

===== /design/flow/config.mk =====
export PLATFORM = sky130hd
export DESIGN_NAME = cbus_crossbar
export DESIGN_NICKNAME = cbus_crossbar
export VERILOG_FILES = /design/flow/design.v
export SDC_FILE = /design/flow/constraint.sdc
export NUM_CORES = 4
export LEC_CHECK = 1
export CORE_AREA = 10 10 244 244
export DIE_AREA = 0 0 254 254

===== /design/flow/constraint.sdc =====
current_design cbus_crossbar

set clk_period 1.0
set clk_io_pct 0.2

create_clock -name clk0 -period $clk_period

set non_clock_inputs [all_inputs -no_clocks]
set_input_delay [expr $clk_period * $clk_io_pct] -clock clk0 $non_clock_inputs
set_output_delay [expr $clk_period * $clk_io_pct] -clock clk0 [all_outputs]

==> flow_metrics.tcl <==
# collected from the flow reports
set metrics [dict create \
    drv_cap 0 \
    worstPathArrival_ps 1250 \
    drive_above_1_share_pct 59.38 \
    cp-end-kind "primary output" \
    gr-total-overflow 0 \
    min_from "addr[19]" \
    route.detailed.drc 0 \
    crit_fanout 8 \
    final_cell_mix "buf_6 (89), dlygate4sd2_1 (81), mux2_4 (65)" \
    via_count 2304 \
    hold_depth 0 \
    grt_usage_pct 5.345 \
    largest_area_cell "buf_4" \
    power.leakage_nw 2.210 \
    top_area_share_pct 69.46 \
    fin_crit_ps 1447 \
    die_w_um 254 \
    grt_pass1_vias 2859 \
    grt_first_pass_wirelength_um 23060 \
    dieArea_mm2 0.06452 \
    wl_per_cell_um 17.95 \
    synthTopCellsByArea "buf_4 (69%), mux2_2 (18%), mux2_4 (9.1%)" \
    synth.avg_cell_area_um2 8.390 \
    warnings 37 \
    final_cell_count_no_fill 1054 \
    netlist_area_mm2 0.002962 \
    first_pass_iters 4 \
    clkbuf_count 0 \
    place_congestion 0.7920 \
    fp_util_pct 5.482 \
    final_layout_top_logic_cell "buf_6" \
    cts_hold_buf 0 \
    ys_seq_share_pct 0 \
    rsz0062_at_grt "true" \
    power_mw 1.826 \
    ir_worst_vdd_uv 196.7 \
    ys_area_mm2 0.002962 \
    critPathRequiredTime_ps 800 \
    p_per_area_mw_per_mm2 377.4 \
    syn_inst 353 \
    nFlopsAndLatches 0 \
    whs_endpoint "device_addr[19]" \
    boundaryPins 624 \
    dp.cells 996 \
    ys.warnings.count 0 \
    synth_cell_types 9 \
    place_hpwl_um 15230 \
    routed_via_density 2.186 \
    yosysCellCount 353 \
    totalWireLength_um 18920 \
    regArea_um2 0 \
    worst-setup-path-type "in -> out" \
    antenna_found_initial 3 \
    core_mm2 0.05403 \
    finalSetupViolations 69 \
    slew_viol_final 0 \
    period_used_pct 144.7 \
    ant_nets 0 \
    die.size.y_um 254 \
    portBuffers 221 \
    drt-initial-drc-count 44 \
    max_freq_ghz 0.6910 \
    grt_max_degree 9 \
    cp-start-kind "input pin" \
    status "finished with violations" \
    area_growth_pct 63.37 \
    fin_ws_ps -447.2 \
    hold_viol 0 \
    violations "setup timing" \
    hold_path_class "in -> out" \
    relSlewSlack_pct 79.37 \
    worstMarginPinSlew_ps 307.2 \
    rows 85 \
]
worst max-delay path by stage:
stage	endpoint	startpoint
6_report	rdata[1]	addr[31]
5_1_grt	rdata[1]	addr[31]
4_1_cts	rdata[13]	addr[31]
per-stage QoR:
step	TNS, ps	hold WS (ps)	utilization (%)	setup slack (ps)	cell area, µm²
5_1_grt	-20730	400.0	8.956	-465.6	4838
3_5_place_dp	-42080	400.0	7.367	-1123	3980
3_3_place_gp	-41880	400.0	7.367	-1184	3980
6_report	-19170	400.0	8.956	-447.2	4838
4_1_cts	-22160	400.0	8.474	-476.5	4578
2_1_floorplan	-894.1	445.8	-	-51.13	2977
synthesized netlist by cell type:
cell / number
and2_1: 1
buf_6: 4
nor2b_1: 1
buf_4: 274
buf_2: 4
mux2_4: 18
nor4_1: 2
nand2_1: 1
mux2_2: 48
timing repair:
| item | in CTS | in global routing |
|---|---|---|
| setup buffers | 35 | 22 |
| pin swaps | 3 | 1 |
| setup endpoints to repair | 79 | 68 |
| resized | 399 | 83 |
| cloned | 7 | 0 |
power by group:
part | internal [mW] | total (mW) | leakage (nW) | switching [mW]
sequential | 0 | 0 | 0 | 0
combinational | 1.28 | 1.83 | 2.21 | 0.544
clock | 0.000000135 | 0.000000135 | 0.00000634 | 0
per-layer routing:
| layer | up-vias | wire (µm) | track usage (%) | part of all wire (%) |
|---|---|---|---|---|
| met5 | - | 53 | 0.6339 | 0.28 |
| met4 | 2 | 2186 | 5.764 | 12 |
| met3 | 129 | 4414 | 4.735 | 23 |
| met2 | 463 | 7042 | 7.123 | 37 |
| met1 | 853 | 5221 | 4.469 | 28 |
| li1 | 857 | - | - | - |
critical path, stage by stage:
cell and delay [ps]:
buf_16 140, buf_12 140, buf_16 130, buf_6 110, buf_6 100, mux2_4 290
buf_6 110
layout make-up:
class              count  area [µm²]
fillers             6238       49190
repair buffers       286        2925
multi-input cells     71        1040
well taps            696       870.8
diodes                 1       2.502
cell families after synthesis:
family | count (synthesis) | share of synthesized area (%)
buf+inv | 282 | 71.65
simple gates | 5 | 0.9718
mux | 66 | 27.38
No activity file was given, so power comes from the tool's default toggle rates.
